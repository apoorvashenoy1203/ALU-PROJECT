==> ./design.v <==
module alu #(parameter N = 8)
(
    input  [N-1:0] OPA, OPB,
    input CIN, CLK, RST, CE, MODE,
    input [3:0] CMD,
    input [1:0] INP_VALID,
    output reg COUT = 1'b0,
    output reg OFLOW = 1'b0,
    output reg G = 1'b0,
    output reg L = 1'b0,
    output reg E = 1'b0,
    output reg ERR = 1'b0,
    output reg overflow = 1'b0,
    output reg [2*N:0]RES= 1'b0);
    reg [N-1:0] OPA_temp, OPB_temp;
    reg [3:0] CMD_temp;
    reg [1:0] INP_VALID_temp;
    reg MODE_temp, CIN_temp;
    reg [1:0] mul_counter = 0;
    reg mult_in_progress = 0;
    reg [2*N:0]mul_result;
    reg signed [N-1:0] sa, sb;
    reg signed [N:0] sr;
always @(posedge CLK or posedge RST) begin
    if (RST) begin
        OPA_temp <= 0; OPB_temp <= 0; CMD_temp <= 0;
        INP_VALID_temp <= 0; MODE_temp <= 0; CIN_temp <= 0;
mul_counter <= 0;
        mult_in_progress <= 0;
end else if (CE) begin
        OPA_temp <= OPA;
        OPB_temp <= OPB;
        CMD_temp <= CMD;
        INP_VALID_temp <= INP_VALID;
        MODE_temp <= MODE;
        CIN_temp <= CIN;
    end
end
always @(posedge CLK or posedge RST) begin
    if (RST) begin
        RES = 0;
        COUT = 0;
        OFLOW = 0;
        G = 0; L = 0; E = 0; ERR = 0;
        overflow = 0;
        mul_counter = 0;
        mult_in_progress = 0;
    end else if (CE) begin
        COUT = 0;
        OFLOW = 0;
        G = 0; L = 0; E = 0; ERR = 0;
        overflow = 0;  
if (mult_in_progress) begin
            mul_counter = mul_counter + 1;
            if (mul_counter == 1) begin   
                RES = mul_result;
                mult_in_progress = 0;
                mul_counter = 0;
            end
 end else if (MODE_temp) begin   
            if (INP_VALID_temp == 2'b11) begin
                case (CMD_temp)
                    4'b0000: begin  
                        RES[N:0] = OPA_temp + OPB_temp;
                        COUT = RES[N];
                    end
                        4'b0001: begin  
                        RES = OPA_temp - OPB_temp;
                        OFLOW = (OPA_temp < OPB_temp);
                    end
                    4'b0010: begin  
                        {COUT, RES} = OPA_temp + OPB_temp + CIN_temp;
                    end
                    4'b0011: begin  
                        RES = OPA_temp - OPB_temp - CIN_temp;
                        OFLOW = (OPA_temp < (OPB_temp + CIN_temp));
                    end
                   4'b1000: begin  
                        RES = {N+1{1'b0}};
                        if (OPA_temp == OPB_temp) begin E = 1; end
                        else if (OPA_temp > OPB_temp) begin G = 1; end
                        else L = 1;
                    end
                    4'b1001: begin  
                        mul_result = (OPA_temp + 1) * (OPB_temp + 1);
                        mult_in_progress = 1;
                        mul_counter = 0;
                    end
                    4'b1010: begin  
                        mul_result = (OPA_temp << 1) * OPB_temp;
                        mult_in_progress = 1;
                        mul_counter = 0;
                    end
                    4'b1011: begin  
                        sa = OPA_temp; sb = OPB_temp; sr = sa + sb;
                        RES = sr;
                        overflow = (sa[N-1] == sb[N-1]) && (sr[N-1] != sa[N-1]);
                        if (sa == sb) E = 1;
                        else if (sa > sb) G = 1;
                        else L = 1;
                    end
                    4'b1100: begin  
                        sa = OPA_temp; sb = OPB_temp; sr = sa - sb;
                        RES = sr;
                        overflow = (sa[N-1] != sb[N-1]) && (sr[N-1] != sa[N-1]);
                        if (sa == sb) E = 1;
                        else if (sa > sb) G = 1;
                        else L = 1;
                    end
                    default: begin
                        RES = 0; ERR = 1;
                    end
                endcase
 end else if (INP_VALID_temp == 2'b01) begin
                case (CMD_temp)
                    4'b0110:  
                    begin
                    if(OPB_temp == {N{1'b1}})begin
                    RES = 0;
                    COUT =0;
                    ERR =1;
                    end else begin
                   RES = OPB_temp + 1;
                    COUT = 0;
                    ERR = 0;
                    end
                    end
                    4'b0111:   
                    begin
                    if(OPB_temp == 0)begin
                    RES = {N{1'b1}};
                    OFLOW = 1;
                    ERR =0;
                    end else begin
                   RES = OPB_temp - 1;
                    OFLOW = 0;
                    ERR = 0;
                    end
                    end
                    default: begin RES = 0; ERR = 1; end
                endcase
            end else if (INP_VALID_temp == 2'b10) begin
                case (CMD_temp)
                    4'b0100:   begin   
                    if(OPA_temp == {N{1'b1}})begin
                    RES = 0;
                    COUT =0;
                    ERR =1;
                    end else begin
                   RES = OPA_temp + 1;
                    COUT = 0;
                    ERR = 0;
                    end
                    end
                    4'b0101:    begin     
                    if(OPA_temp == 0)begin
                    RES = {N{1'b1}};
                    OFLOW = 1;
                    ERR =1;
                    end else begin
                   RES = OPA_temp - 1;
                    OFLOW = 0;
                    ERR = 0;
                    end
                    end
                    default: begin RES = 0; ERR = 1; end
                endcase
            end
        end else begin   
            if (INP_VALID_temp == 2'b11) begin
                case (CMD_temp)
                    4'b0000: RES = (OPA_temp & OPB_temp);  
                    4'b0001: RES = {1'b0,~(OPA_temp & OPB_temp)}; 
                    4'b0010: RES = OPA_temp | OPB_temp; 
                    4'b0011: RES ={1'b0,~(OPA_temp | OPB_temp)}; 
                    4'b0100: RES = OPA_temp ^ OPB_temp;  
                    4'b0101: RES = {1'b0,~(OPA_temp ^ OPB_temp)}; 
                    4'b1100: begin   
                        if (OPB_temp >= N) begin RES = 0; ERR = 1; end
                        else begin
                        RES = {1'b0, ((OPA_temp << OPB_temp) | (OPA_temp >> (N - OPB_temp))) & ((1 << N) - 1)};
                        ERR =0;
                        end
                    end
                    4'b1101: begin   
                        if (OPB_temp >= N) begin RES = 0; ERR = 1; end
                        else begin
                        RES = {1'b0, ((OPA_temp >> OPB_temp) | (OPA_temp << (N - OPB_temp))) & ((1 << N) - 1)};
                        ERR = 0;
                        end
                    end
                    default: begin RES = 0; ERR = 1; end
                endcase
            end else if (INP_VALID_temp == 2'b01) begin
                case (CMD_temp)
                    4'b0111: RES ={1'b0, ~(OPB_temp)}; 
                    4'b1010: RES = OPB_temp >> 1; 
                    4'b1011: RES = OPB_temp << 1; 
                    default: begin RES = 0; ERR = 1; end
                endcase
            end else if (INP_VALID_temp == 2'b10) begin
                case (CMD_temp)
                    4'b0110: RES ={1'b0, ~(OPA_temp)}; 
                    4'b1000: RES = OPA_temp >> 1;
                    4'b1001: RES = OPA_temp << 1;
                    default: begin RES = 0; ERR = 1; end
                endcase
            end
        end
    end
end
endmodule
==> ./run.sh <==
#!/bin/bash
# OpenROAD 26Q1-2900-gdf79404cd8, Yosys 0.63+post, stock flow scripts
make -C /OpenROAD-flow-scripts/flow DESIGN_CONFIG=/design/flow/config.mk WORK_HOME=/design/flow/orfs finish
==> ./config.mk <==
export PLATFORM = sky130hd
export DESIGN_NAME = alu
export DESIGN_NICKNAME = alu
export VERILOG_FILES = /design/flow/design.v
export SDC_FILE = /design/flow/constraint.sdc
export NUM_CORES = 4
export LEC_CHECK = 1
export CORE_UTILIZATION = 50
==> ./constraint.sdc <==
current_design alu

set clk_period 5.3
set clk_io_pct 0.2

create_clock -name clk0 -period $clk_period [get_ports {CLK}]

set non_clock_inputs [all_inputs -no_clocks]
set_input_delay [expr $clk_period * $clk_io_pct] -clock clk0 $non_clock_inputs
set_output_delay [expr $clk_period * $clk_io_pct] -clock clk0 [all_outputs]
==> node_exporter_impl.prom <==
# HELP chip_impl_metric Synthesis and place-and-route metrics
# TYPE chip_impl_metric gauge
chip_impl_metric{name="relSlewSlack",unit=""} 0.3637
chip_impl_metric{name="grt_remaining_overflow",unit=""} 0
chip_impl_metric{name="grt_start_max_net_pins",unit=""} 55
chip_impl_metric{name="fmax",unit="MHz"} 219.5
chip_impl_metric{name="setup_violations",unit=""} 0
chip_impl_metric{name="syn_area",unit="um^2"} 6706
chip_impl_info{name="min-delay-path-class",value="reg -> reg"} 1
chip_impl_metric{name="clk_pin_slew_worst_paths",unit="ns"} 0.07
chip_impl_metric{name="synth_cells",unit=""} 929
chip_impl_metric{name="gp_congestion",unit=""} 1.064
chip_impl_info{name="worstReg2RegEnd",value="RES[8]$_DFFE_PP0P_"} 1
chip_impl_metric{name="post_synth_mux_area_share",unit=""} 0.02873
chip_impl_metric{name="syn_avg_cell_area",unit="um^2"} 7.219
chip_impl_info{name="crit_path_end",value="RES[8]$_DFFE_PP0P_"} 1
chip_impl_metric{name="least_margin_pin_slew",unit="ns"} 0.9519
chip_impl_metric{name="antenna_found_initial",unit=""} 0
chip_impl_metric{name="synth-compound-area-share",unit=""} 0.3347
chip_impl_info{name="crit-reg2reg-launch",value="OPB_temp[3]$_DFFE_PP0P_"} 1
chip_impl_metric{name="post_route_cells_drive_above_1_share",unit=""} 0.07403
chip_impl_metric{name="floorplan_die_area",unit="um^2"} 13880
chip_impl_metric{name="maxCapViolations",unit=""} 0
chip_impl_metric{name="dieWidth",unit="um"} 117.8
chip_impl_info{name="grt_setup_unrepaired",value="no"} 1
chip_impl_metric{name="vias_per_instance",unit=""} 6.869
chip_impl_metric{name="synthAdderAreaFrac",unit=""} 0.09403
chip_impl_metric{name="slack_of_the_worst_reg_to_reg_path",unit="ns"} 0.74
chip_impl_info{name="commonest_flop",value="sky130_fd_sc_hd__dfrtp_1"} 1
chip_impl_metric{name="power_density",unit="nW/um^2"} 232.4
chip_impl_info{name="cp-start-kind",value="flip-flop"} 1
chip_impl_metric{name="place_hpwl",unit="um"} 18480
chip_impl_metric{name="insertion_delay",unit="ns"} 0.31
chip_impl_metric{name="ys_cells",unit=""} 929
chip_impl_info{name="critPathKind",value="reg -> reg"} 1
chip_impl_metric{name="postCtsSetupRepairBufs",unit=""} 0
chip_impl_metric{name="grt_pass1_vias",unit=""} 6638
chip_impl_metric{name="ys.warnings.count",unit=""} 7
chip_impl_metric{name="route.detailed.wl_per_inst",unit="um"} 23.08
chip_impl_metric{name="synth-seq-area-share",unit=""} 0.1791
chip_impl_metric{name="leakage",unit="uW"} 0.002839
chip_impl_info{name="cts_tree",value="built"} 1
chip_impl_metric{name="io_buffers",unit=""} 50
chip_impl_metric{name="edf_count",unit=""} 0
chip_impl_metric{name="gr-usage-all-layers",unit=""} 0.3679
chip_impl_metric{name="critical_path_arrival",unit="ns"} 4.74
chip_impl_metric{name="deepest_clock_path_buffer_count",unit=""} 2
chip_impl_metric{name="fillCellCount",unit=""} 1140
chip_impl_metric{name="fin_setup_tns",unit="ns"} 0
chip_impl_metric{name="worst_clock_skew",unit="ns"} 0.009326
chip_impl_metric{name="top_ports",unit=""} 51
chip_impl_metric{name="clock-sinks",unit=""} 48
chip_impl_metric{name="final_antenna_net_count",unit=""} 0
chip_impl_metric{name="floorplan.core_util",unit=""} 0.5229
chip_impl_metric{name="synth.yosys.chip_area",unit="um^2"} 6706
chip_impl_info{name="ys_top_logic_family",value="AND-OR/OR-AND gates"} 1
chip_impl_metric{name="irDropWorstVdd",unit="uV"} 145.8
chip_impl_metric{name="floorplan.rows",unit=""} 41
chip_impl_metric{name="cts.htree.levels",unit=""} 2
chip_impl_metric{name="yosys.area_share.xor_xnor",unit=""} 0.04552
chip_impl_metric{name="core_area",unit="um^2"} 12820
chip_impl_metric{name="tool_warnings",unit=""} 49
chip_impl_metric{name="fin_crit",unit="ns"} 4.556
chip_impl_metric{name="maxSlewViolCount",unit=""} 0
chip_impl_metric{name="critical_path_peak_fanout",unit=""} 26
chip_impl_metric{name="ys_seq_elements",unit=""} 48
chip_impl_metric{name="dr_pass1_iterations",unit=""} 8
chip_impl_metric{name="tritoncts.num_buffers",unit=""} 5
chip_impl_metric{name="reg2regPathDepth",unit=""} 12
chip_impl_metric{name="yosysUniqueCellTypes",unit=""} 92
chip_impl_metric{name="diodes",unit=""} 0
chip_impl_metric{name="die_height",unit="um"} 117.8
chip_impl_metric{name="timing_hold_violations_final",unit=""} 0
chip_impl_metric{name="grt_first_pass_wirelength",unit="um"} 38940
chip_impl_metric{name="final_core_util",unit=""} 0.5776
chip_impl_metric{name="postSynth.asyncResetShare",unit=""} 1.000
chip_impl_info{name="critPathLaunch",value="OPB_temp[3]$_DFFE_PP0P_"} 1
chip_impl_metric{name="drt_wl_total",unit="um"} 25490
chip_impl_info{name="status",value="complete, no violations"} 1
chip_impl_metric{name="cts-hold-fix-buffers",unit=""} 0
chip_impl_metric{name="relative_area_change_from_synthesis_to_final_layout",unit="%"} 10.45
chip_impl_metric{name="worst_ep_required_time",unit="ns"} 5.49
chip_impl_info{name="cts.root.buffer_cell",value="sky130_fd_sc_hd__clkbuf_16"} 1
chip_impl_metric{name="min_period_over_period",unit=""} 0.8597
chip_impl_metric{name="via_count",unit=""} 7583
chip_impl_metric{name="total_power",unit="uW"} 1721
chip_impl_info{name="worst_setup_path_end_kind",value="flip-flop"} 1
chip_impl_metric{name="hold_ws",unit="ns"} 0.4801
chip_impl_metric{name="detail_route.drc_violations",unit=""} 0
chip_impl_metric{name="synth.cellmix.simpleShare",unit=""} 0.2435
chip_impl_metric{name="dr.first_iter.drc_count",unit=""} 1275
chip_impl_metric{name="cts-resized-gates",unit=""} 0
==> stage by stage <==
stage | worst slack (ns) | instance area (um^2) | std cells
after detailed placement | 0.8667 | 7259 | 1097
final | 0.7436 | 7407 | 1104
after floorplan | 1.733 | 6706 | 929
after global routing | 0.5897 | 7407 | 1104
after CTS | 0.8629 | 7407 | 1104
after global placement | 0.9632 | 7259 | 1097
==> cells by family after synthesis <==
family | count (synthesis)
buf+inv | 120
compound gates | 334
mux | 17
xor+xnor | 34
flops | 48
simple gates | 328
fa+ha+maj | 48
==> cell type report <==
cell class | count | area [um^2] | area share
clock inverter | 1 | 8.758 | 0.001182
sequential | 48 | 1201 | 0.1622
multi-input combinational | 761 | 5006 | 0.6758
inverter | 41 | 153.9 | 0.02078
tap | 172 | 215.2 | 0.02905
clock buffer | 6 | 138.9 | 0.01875
timing repair buffer | 75 | 683.2 | 0.09223
==> metal layers <==
layer / vias to the layer above / GRT usage / routed length, um
met3: 77 / 0.1042 / 3521
met5: - / 0 / 0
met1: 3435 / 0.5652 / 10470
met4: 0 / 0.1274 / 1064
li1: 3469 / - / -
met2: 602 / 0.4938 / 10430
==> power by group <==
group / internal (uW) / leakage, uW / total (uW) / switching [uW]
Clock: 186 / 0.0000729 / 334 / 148
Sequential: 408 / 0.000603 / 480 / 71.7
Combinational: 352 / 0.00216 / 907 / 555
Total: 947 / 0.00284 / 1720 / 775
==> cell usage in the layout (no fill, tap or decap), drive strengths merged, types with 5 or more instances in the layout <==
cell type / count
a211oi: 10
a21o: 13
a21oi: 71
a221o: 7
a221oi: 16
a222oi: 6
a22oi: 9
a31oi: 6
a32oi: 9
and2: 5
and3: 6
buf: 26
clkbuf: 6
clkdlybuf4s50: 49
clkinv: 7
dfrtp: 48
ha: 44
inv: 35
mux2: 8
mux2i: 8
nand2: 95
nand2b: 15
nand3: 44
nand4: 12
nor2: 81
nor2b: 10
nor3: 18
nor4: 8
o211ai: 7
o21a: 6
o21ai: 88
o221ai: 7
o22a: 7
o22ai: 22
o31ai: 6
or2: 6
xnor2: 27
xor2: 7
==> worst max-delay path, stage by stage (launching register included) <==
cell and delay [ns]:
sky130_fd_sc_hd__dfrtp_1 0.92, sky130_fd_sc_hd__clkinv_1 0.58, sky130_fd_sc_hd__ha_1 0.78, sky130_fd_sc_hd__nor2b_1 0.24, sky130_fd_sc_hd__o31a_1 0.29, sky130_fd_sc_hd__or2_1 0.26
sky130_fd_sc_hd__or4_4 0.50, sky130_fd_sc_hd__a21oi_1 0.13, sky130_fd_sc_hd__nand2_1 0.10, sky130_fd_sc_hd__ha_1 0.28, sky130_fd_sc_hd__nand2_1 0.07, sky130_fd_sc_hd__a31oi_1 0.08
sky130_fd_sc_hd__o22a_1 0.19
==> Yosys cell counts (13+ instances only) <==
cell type / n / area share
sky130_fd_sc_hd__nand2_1: 95 / 0.053
sky130_fd_sc_hd__o21ai_0: 82 / 0.061
sky130_fd_sc_hd__nor2_1: 81 / 0.045
sky130_fd_sc_hd__a21oi_1: 67 / 0.050
sky130_fd_sc_hd__clkbuf_1: 49 / 0.027
sky130_fd_sc_hd__dfrtp_1: 48 / 0.18
sky130_fd_sc_hd__ha_1: 44 / 0.082
sky130_fd_sc_hd__nand3_1: 43 / 0.032
sky130_fd_sc_hd__inv_1: 35 / 0.020
sky130_fd_sc_hd__xnor2_1: 26 / 0.034
sky130_fd_sc_hd__o22ai_1: 22 / 0.021
sky130_fd_sc_hd__buf_2: 18 / 0.013
sky130_fd_sc_hd__nor3_1: 17 / 0.013
sky130_fd_sc_hd__a221oi_1: 16 / 0.021
sky130_fd_sc_hd__nand2b_1: 15 / 0.014
sky130_fd_sc_hd__a21o_1: 13 / 0.015
==> worst min path at each step <==
| stage | cells past startpoint | end | startpoint |
|---|---|---|---|
| finish | 1 | RES[12]$_DFFE_PP0P_ | RES[12]$_DFFE_PP0P_ |
| global route | 1 | RES[3]$_DFFE_PP0P_ | RES[3]$_DFFE_PP0P_ |
| CTS | 2 | RES[16]$_DFFE_PP0P_ | RES[16]$_DFFE_PP0P_ |
==> state kept, by name, summed over array words and instances, names as in the netlist <==
register	count
overflow	1
CIN_temp	1
L	1
COUT	1
E	1
G	1
OPB_temp	8
RES	17
OPA_temp	8
OFLOW	1
CMD_temp	4
ERR	1
INP_VALID_temp	2
MODE_temp	1
Power figures rest on the tool's default switching activity, not on a simulated workload.
